--- /design/flow/design.v ---
module chu_led_mux_core
   (
    input  logic clk,
    input  logic reset,
    input  logic cs,
    input  logic read,
    input  logic write,
    input  logic [4:0] addr,
    input  logic [31:0] wr_data,
    output logic [31:0] rd_data,
    output logic [7:0] sseg, an
   );
   logic [31:0] d0_reg, d1_reg;
   logic wr_en, wr_d0, wr_d1;
   led_mux8  led_mux8_unit (
    .clk(clk), .reset(reset), 
    .in7(d1_reg[31:24]), .in6(d1_reg[23:16]), 
    .in5(d1_reg[15:8]),  .in4(d1_reg[7:0]),
    .in3(d0_reg[31:24]), .in2(d0_reg[23:16]), 
    .in1(d0_reg[15:8]),  .in0(d0_reg[7:0]),
    .sseg(sseg), .an(an)
   );
   always_ff @(posedge clk, posedge reset)
      if (reset) begin
         d0_reg <= 0;
         d1_reg <= 0;
      end 
      else begin
         if (wr_d0)
            d0_reg <= wr_data;
         if (wr_d1)
            d1_reg <= wr_data;
     end
   assign wr_d0 = write & cs & ~addr[0];
   assign wr_d1 = write & cs & addr[0];
   assign rd_data = 0;
endmodule  
module led_mux8
   (
    input  logic clk, reset,
    input  logic [7:0] in3, in2, in1, in0,
    input  logic [7:0] in7, in6, in5, in4,
    output logic [7:0] an,    
    output logic [7:0] sseg   
   );
   localparam N = 18;
   logic [N-1:0] q_reg, q_next;
   always_ff @(posedge clk,  posedge reset)
      if (reset)
         q_reg <= 0;
      else
         q_reg <= q_next;
   assign q_next = q_reg + 1;
   always_comb
      unique case (q_reg[N-1:N-3])
         3'b000: begin
            an = 8'b1111_1110;
            sseg = in0;
         end
         3'b001: begin
            an = 8'b1111_1101;
            sseg = in1;
         end
         3'b010: begin
            an = 8'b1111_1011;
            sseg = in2;
         end
         3'b011: begin
            an = 8'b1111_0111;
            sseg = in3;
         end
         3'b100: begin
            an = 8'b1110_1111;
            sseg = in4;
         end
         3'b101: begin
            an = 8'b1101_1111;
            sseg = in5;
         end
         3'b110: begin
            an = 8'b1011_1111;
            sseg = in6;
         end
         default: begin
            an = 8'b0111_1111;
            sseg = in7;
         end
       endcase
endmodule
--- /design/flow/run.sh ---
#!/bin/bash
# OpenROAD 26Q1-2900-gdf79404cd8, Yosys 0.63+post, stock flow scripts
make -C /OpenROAD-flow-scripts/flow DESIGN_CONFIG=/design/flow/config.mk WORK_HOME=/design/flow/orfs finish
--- /design/flow/config.mk ---
export PLATFORM = sky130hd
export DESIGN_NAME = chu_led_mux_core
export DESIGN_NICKNAME = chu_led_mux_core
export VERILOG_FILES = /design/flow/design.v
export SDC_FILE = /design/flow/constraint.sdc
export NUM_CORES = 4
export LEC_CHECK = 1
export CORE_UTILIZATION = 30
--- /design/flow/constraint.sdc ---
current_design chu_led_mux_core

set clk_period 2.6
set clk_io_pct 0.2

create_clock -name clk0 -period $clk_period [get_ports {clk}]

set non_clock_inputs [all_inputs -no_clocks]
set_input_delay [expr $clk_period * $clk_io_pct] -clock clk0 $non_clock_inputs
set_output_delay [expr $clk_period * $clk_io_pct] -clock clk0 [all_outputs]
==> reports/metrics.yaml <==
wirelength_um: 8340
rrSetupSlack_ns: 1.10
min_period_ns: 2.53
postCtsHoldBufs: 0
finalSetupViolCount: 0
final_hold_viol_count: 0
synthFlopType: "dfrtp_1"
synth_top_area_share: 0.507
p_per_area_nw_per_um2: 626
drv_cap: 0
holdPathStages: 1
drive_above_1_share: 0.330
fin_crit_sh: 0.971
synthArstFlopShare: 1.00
wire_per_inst_um: 14.2
ys_seq_share: 0.507
grt_usage: 0.123
synth-cells-yosys: 338
insertion_delay_ns: 0.33
grt_overflow: 0
hold_class: "register to register"
die_x_um: 118
cp.arrival_ns: 2.01
clk_path_buf_depth: 2
ios: 90
synth_warnings: 2
endpoint_kind: "primary output"
htree_levels: 3
grt_pass1_wl_um: 13500
start_kind: "register"
drt-vias-per-instance: 4.48
crit_type: "register to primary output"
fin_hold_ws_ns: 0.459
power_frac_seq: 0.474
drc: 0
gp_congestion: 0.729
firstDrtPassIters: 4
rows: 42
reg2reg_depth: 5
antenna_found_initial: 0
power.total_uw: 3280
synth-edff-count: 0
cts_sinks: 82
grt_start_max_net_pins: 83
synth_area_sq_um: 4050
pwr-share-clk: 0.385
net-switching-power_uw: 761
syn_to_final_growth_pct: 29.4
cts-root-buf: "clkbuf_16"
cts_tree: "built"
status: "finished, final reports clean"
core_area_sq_um: 13200
leakage_uw: 0.00225
synth_top_cell_by_area: "dfrtp_1"
synth_cell_types: 40
ys_area_sq_um: 4050
synthCells: 338
numSynthFlops: 82
fmax_mhz: 396
syn_avg_cell_area_sq_um: 12.0
antennaDiodeCount: 0
cts_buffers: 9
die_area_sq_um: 14000
grt_pass1_vias: 2615
slew_violations: 0
comb_power_share: 0.141
fp.dieH_um: 118
yosys-top-cells-area: "dfrtp_1 51%, mux2_2 19%, buf_4 6.3%"
fin_util: 0.397
dp_hpwl_um: 5350
crit_fanout: 8
switching_share: 0.232
clkSlewWorstSetupHoldPaths_ns: 0.06
fp_util: 0.307
rsz0062_at_grt: "no"
p_int_uw: 2520
postRouteAntennaNets: 0
required_ns: 2.08
io_buffer_count: 52
skew_ns: 0.00283
tool_warnings: 31
vdd_drop_max_v: 0.000293
drt_iter0_drc: 89
num_vias: 2623
-- layer usage --
layer / GRT usage / routed length, um / vias up
li1: - / - / 1244
met1: 0.197 / 4040 / 1305
met2: 0.189 / 3900 / 65
met3: 0.0143 / 301 / 9
met4: 0.0168 / 102 / 0
met5: 0 / 0 / -
-- logic make-up (layout without fill, tap and decap cells) --
family / after synthesis / count (layout) / share of synthesized area
flops: 82 / 82 / 0.507
mux: 80 / 80 / 0.219
simple gates: 70 / 70 / 0.0959
buf+inv: 54 / 94 / 0.0863
compound gates: 34 / 34 / 0.0532
xor+xnor: 16 / 16 / 0.0346
fa+ha+maj: 1 / 1 / 0.00309
other cells: 1 / 32 / 0.000927
-- area by class of cell --
cell class	instances	area (sq um)
clock inverter	7	78.8
multi-input combinational	233	1840
sequential	82	2050
tap	176	220
fill	1209	7950
clock buffer	9	225
inverter	4	18.8
timing repair buffer	74	801
-- per-stage QoR --
step	setup TNS, ns	cell area [sq um]	worst slack (ns)	std cells
global route	0	5240	0.00116	585
floorplan	0	4170	0.839	369
finish	0	5240	0.0749	585
global placement	0	4730	0.141	561
detailed placement	0	4730	0.132	561
CTS	-0.00331	5120	-0.00286	582
-- path summary, 6_finish.rpt --
check                                                  start                                end
setup / recovery           led_mux8_unit.q_reg[17]$_DFF_PP0_                            sseg[6]
hold / removal              led_mux8_unit.q_reg[0]$_DFF_PP0_   led_mux8_unit.q_reg[0]$_DFF_PP0_
setup reg to reg            led_mux8_unit.q_reg[0]$_DFF_PP0_  led_mux8_unit.q_reg[16]$_DFF_PP0_
hold reg to reg             led_mux8_unit.q_reg[0]$_DFF_PP0_   led_mux8_unit.q_reg[0]$_DFF_PP0_
max in group asynchronous                              reset             d0_reg[30]$_DFFE_PP0P_
min in group asynchronous                              reset              d0_reg[2]$_DFFE_PP0P_
-- critical path, stage by stage (launching register included) --
cell,delay [ns]
dfrtp_2,0.43
buf_6,0.14
buf_6,0.12
or2_4,0.26
nor2_2,0.12
a221oi_2,0.04
nor2_1,0.09
clkdlybuf4s50_1,0.48
-- timing repair --
action,CTS,global route
pin swaps,5,10
resized,14,28
setup endpoints to repair,8,8
buffers inserted,5,2
cloned,0,1
-- cells in the final DEF, fill, tap and decap left out, types with 7 or more instances in the layout --
master,count
nand3_1,8
xor2_1,8
conb_1,32
mux2_2,66
dfrtp_1,80
nand2_1,19
xnor2_1,8
nor2_1,14
clkbuf_16,10
buf_4,10
clkdlybuf4s50_1,45
dlymetal6s2s_1,7
mux2i_1,12
-- cells in the mapped netlist, types with 8 or more instances --
library cell   n
a21oi_1       11
buf_2          9
xor2_1         8
buf_4         34
o21ai_0       10
mux2i_1       12
nor2_1        15
dfrtp_1       82
nand3_1        8
xnor2_1        8
nand2_1       22
mux2_2        68
-- power groups by stage --
stage	sequential (uW)	combinational (uW)	clock (uW)
final	1560	462	1260
after global routing	1580	512	1350
after CTS	1550	458	1290
Power and IR drop assume default switching activity.
