==> design/flow/constraint.sdc <==
current_design top_7seg

set clk_period 6.4
set clk_io_pct 0.2

create_clock -name clk0 -period $clk_period [get_ports {clk}]

set non_clock_inputs [all_inputs -no_clocks]
set_input_delay [expr $clk_period * $clk_io_pct] -clock clk0 $non_clock_inputs
set_output_delay [expr $clk_period * $clk_io_pct] -clock clk0 [all_outputs]
==> design/flow/run.sh <==
#!/bin/bash
# OpenROAD 26Q1-2900-gdf79404cd8, Yosys 0.63+post, stock flow scripts
make -C /OpenROAD-flow-scripts/flow DESIGN_CONFIG=/design/flow/config.mk WORK_HOME=/design/flow/orfs finish
==> design/flow/design.v <==
`timescale 1ns / 1ps
module count_n#(parameter N=20)(
    input logic clk,
    input logic rst,
    input logic up,
    input logic en,
    output logic tic,
    output logic [N-1:0] count
    );
    parameter ZERO={N,{1'b0}};
    logic [N-1:0] counter, n_counter;
    always_ff @(posedge clk, posedge rst)
    if (rst)
        counter<=ZERO;
    else 
        counter<=n_counter;
    always_comb
        if(en)
            if(up)
                n_counter = counter + 1;
            else
                n_counter = counter - 1;
        else
            n_counter = counter;
    assign count = counter;
    assign tic=counter==1;
endmodule
`timescale 1ns / 1ps
module decoder(
input logic [3:0] code,
output logic [7:0] an,
output logic [7:0] sseg);
always_comb
        case(code)
            4'b0000:
                begin
                    an = 8'b01111111;
                    sseg = 8'b10011100;  
                end
            4'b0001:
                begin
                    an = 8'b10111111;
                    sseg = 8'b10011100;
                end
            4'b0010:
                begin
                    an = 8'b11011111;
                    sseg = 8'b10011100;
                end
            4'b0011:
                begin
                    an = 8'b11101111;
                    sseg = 8'b10011100;
                end
            4'b0100:
                begin
                    an = 8'b11110111;
                     sseg = 8'b10011100;
                end
            4'b0101:
                begin
                    an = 8'b11111011;
                    sseg = 8'b10011100;
                end
            4'b0110:
                begin
                    an = 8'b11111101;
                    sseg = 8'b10011100;
                end
            4'b0111:
                begin
                    an = 8'b11111110;
                    sseg = 8'b10011100;  
                end
            4'b1000:
                begin
                    an = 8'b11111110;
                    sseg = 8'b10100011;  
                end
            4'b1001:
                begin
                    an = 8'b11111101;
                    sseg = 8'b10100011;  
                end
            4'b1010:
                begin
                    an = 8'b11111011;
                    sseg = 8'b10100011;  
                end
            4'b1011:
                begin
                    an = 8'b11110111;
                    sseg = 8'b10100011;  
                end
            4'b1100:
                begin
                    an = 8'b11101111;
                    sseg = 8'b10100011;  
                end
            4'b1101:
                begin
                    an = 8'b11011111;
                    sseg = 8'b10100011;  
                end
            4'b1110:
                begin
                    an = 8'b10111111;
                    sseg = 8'b10100011;  
                end
            4'b1111:
                begin
                    an = 8'b01111111;
                    sseg = 8'b10100011;  
                end
            default:
                begin
                    an = 8'b1111;
                    sseg = 8'b11100010;  
                end
            endcase
endmodule
`timescale 1ns / 1ps
module seven_seg_controller(
    input logic clk,
    input logic rst,
    input logic cw,
    input logic en, 
    output logic [7:0] an,
    output logic [7:0] sseg
    );
    parameter N_box_move = 30;
    logic [N_box_move-1:0] rotate_count;
    count_n #(N_box_move) display_counter(.clk(clk),.rst(rst),.up(!cw),.en(en),.count(rotate_count));
    decoder my_decoder(.code(rotate_count[N_box_move-1:N_box_move-4]), .an(an), .sseg(sseg));
endmodule
`timescale 1ns / 1ps
module top_7seg(
    input logic clk,
    input logic [1:0] sw,
    output logic [7:0] sseg,
    output logic [7:0] an
    );
    assign en = 1'b1;
    seven_seg_controller my_controller(.clk(clk),.rst(sw[1]),.cw(sw[0]),.en(en),.sseg(sseg),.an(an));
endmodule
==> design/flow/config.mk <==
export PLATFORM = sky130hd
export DESIGN_NAME = top_7seg
export DESIGN_NICKNAME = top_7seg
export VERILOG_FILES = /design/flow/design.v
export SDC_FILE = /design/flow/constraint.sdc
export NUM_CORES = 4
export LEC_CHECK = 1
export CORE_UTILIZATION = 50
==> changes_impl.md <==
### Physical design

- IO Pins: 19
- Hold Buf Count CTS: 0
- Xor/xnor share: 8.33%
- GRT Util Overall: 21.9%
- Sw frac: 44.7%
- Synthesized area: 0.00263 sq mm
- Setup Skew: 0.00316 ns
- Clock Path Buffers: 2
- Simple-gate portion of the synthesized area: 16.8%
- Seq pwr share: 21.5%
- Top logic cell by instance count in the layout: ha_1
- Slew Viols, Final: 0
- Critical path required time: 6.55 ns
- H-tree levels: 2
- Hold depth: 1
- Startpoint Class: primary input
- Mux frac, synth: 0.428%
- Synth area leaders: dfrtp_1, ha_1, xnor2_1
- Global route total overflow: 0
- Combinational fraction of design power: 68.9%
- Final Cycle Share: 59.6%
- Most frequent cells in the layout: ha_1, dfrtp_1, nor2_1
- Final Instance Count excl. Fillers: 377
- CP arrival: 3.97 ns
- Max IR drop VDD: 0.000245 V
- Post-CTS sizing: 0
- Initial antenna violation count: 0
- Yosys top cell by area: dfrtp_1
- Largest logic family: AND-OR/OR-AND gates
- Share of layout cells above drive strength 1: 8.14%
- Final WL: 5620 um
- P_leak: 1.28 nW
- Number of global-route vias before repair: 1,921
- Synthesized instance count: 300
- Dpl ws: 2.27 ns
- Power Density: 571 mW/mm^2
- Dpl hpwl: 4240 um
- Slew margin rel.: 55.0%
- Tool warnings: 25
- Clock Latency Late Sink: 0.28 ns
- Synthesized area per cell: 8.76 sq um
- Rows: 26
- Max-cap violations: 0
- Largest registers: my_controller.display_counter.counter (30)
- Initial drt markers: 88
- Clock slew at reported path FFs: 0.06 ns
- First-pass GRT wire length: 9170 um
- Unique cell types: 59
- Pre-antenna DRT Iters: 4
- Core Footprint: 0.00507 sq mm
- Core Util, Final: 56.7%
- Crit. End Element: flip-flop
- Clock share of power: 9.6%
- Synth-to-layout area growth: 9.38%
- Avg WL per Cell: 14.9 um
- DR DRC count: 0
- Synth Flop Type: dfrtp_1
- Crit Path Category: primary input to flip-flop
- WHS: 0.485 ns
- Post-Place Cells: 369
- TritonCTS clock tree: yes
- Vias/cell: 5.85
- GPL Wtd Cong: 0.920
- Post-route minimum period: 3.82 ns
- Yosys reg bits: 30
- Max Fclk: 262 MHz
- Setup violations, final: 0
- YS chip area: 0.00263 sq mm
- Status: finished, final reports clean
- Largest net degree at the start of global routing: 31
- Ao+oa area frac: 26.3%
- Die x size: 74.5 um
- Setup Buffers After CTS: 0
- Area leader share: 24.8%
- Worst r2r path cells: 7
- Final hold vios: 0
- WHS Endpoint: my_controller.display_counter.counter[0]
- Slew @ Worst Pin: 0.669 ns
- Post-synth EDFFs: 0
- Via count: 2,205
- Number of synthesis warnings: 3
- Setup TNS: 0 ns
- Post-route antenna net violation count: 0
- Total die size: 0.00555 sq mm
- TritonCTS buffer count: 5
- Adder Area Share: 14.1%
- Buffers on Ports: 16
- Post-synth seq share: 28.7%
- P_sw: 0.733 mW
- Reg2reg end: my_controller.display_counter.counter[15]
- Max reg flops: 30
- Largest Register: my_controller.display_counter.counter
- CP Max Fanout: 30
- Clk sinks: 30
- Reg-to-reg slack, setup: 3.97 ns
- Unrepaired setup endpoints after global routing: no
- FF-to-FF Start: my_controller.display_counter.counter[4]
- Antenna diodes: 0
- Root Driver: clkbuf_8
- Die height: 74.5 um
- Yosys cell count: 300
- FP Util: 51.8%
- Hold Crit Class: flip-flop to flip-flop
- Worst hold path startpoint: my_controller.display_counter.counter[0]
- Synth async-reset ratio: 100%
- Post-route setup slack: 2.58 ns
- Fill cells: 464
- Internal Power: 0.908 mW
## area by class of cell
cell class	count	area [sq um]	share of cell area (%)
Timing Repair Buffer	18	175	6.09
Clock inverter	1	5.00	0.174
Clock buffer	7	86.3	3.00
Sequential cell	30	756	26.3
Tap cell	70	87.6	3.05
Inverter	7	26.3	0.914
Multi-Input combinational cell	244	1740	60.5
## synth_stat cells (all sizes together) (4+ instances only)
cell and n:
nor3 5, and3 4, dfrtp 26, ha 28, nand2 22, xnor2 15, nand4 7, dfstp 4
a22oi 8, buf 9, a31oi 5, xor2 10, o21ai 13, inv 7, nor2b 4, a21oi 22
nand3 10, clkbuf 10, and2 4, nor2 25, a21o 17
## power groups by stage
stage	registers (mW)	logic (mW)	clock network (mW)
CTS	0.354	1.13	0.166
global route	0.365	1.27	0.171
finish	0.353	1.13	0.158
## worst max-delay path by stage
stage | start | endpoint | slack (ns) | cells past startpoint
final | sw[0] | my_controller.display_counter.counter[15] | 2.58 | 9
after global routing | sw[0] | my_controller.display_counter.counter[15] | 2.37 | 9
after CTS | sw[0] | my_controller.display_counter.counter[15] | 2.57 | 9
## stage by stage
| step | power [mW] | area, sq um |
|---|---|---|
| 4_1_cts | 1.65 | 2880 |
| 3_3_place_gp | 1.48 | 2780 |
| 6_report | 1.64 | 2880 |
| 5_1_grt | 1.80 | 2880 |
| 3_5_place_dp | 1.48 | 2780 |
| 2_1_floorplan | 1.23 | 2630 |
## worst max-delay path, cell delays in order
cell and delay, ns:
clkdlybuf4s50_1 0.46, buf_4 0.35, ha_1 0.35, a21o_1 0.22
a31oi_1 0.19, a21oi_1 0.16, o31ai_1 0.59, o21ai_0 0.19
xor2_1 0.17
## layer usage
layer  GRT usage (%)  vias up  part of all wire (%)
met2            32.0       52                    43
met5               0        -                     0
li1                -     1118                     -
met1            35.5     1030                    51
met3            3.16        5                   4.2
met4            3.77        0                  0.98
## logic make-up (layout without fill, tap and decap cells)
kind of cell,Yosys count,count (layout)
buf+inv,26,33
simple gates,89,89
compound gates,98,98
other cells,2,2
mux,1,1
fa+ha+maj,29,29
xor+xnor,25,25
flops,30,30
Power and IR drop assume default switching activity.
